$ cat flow/config.mk
export PLATFORM = sky130hd
export DESIGN_NAME = xlr8_speaker
export DESIGN_NICKNAME = xlr8_speaker
export VERILOG_FILES = /design/flow/design.v
export SDC_FILE = /design/flow/constraint.sdc
export NUM_CORES = 4
export LEC_CHECK = 1
export CORE_UTILIZATION = 40
$ cat flow/constraint.sdc
current_design xlr8_speaker

set clk_period 2.5
set clk_io_pct 0.2

create_clock -name clk0 -period $clk_period [get_ports {clk}]

set non_clock_inputs [all_inputs -no_clocks]
set_input_delay [expr $clk_period * $clk_io_pct] -clock clk0 $non_clock_inputs
set_output_delay [expr $clk_period * $clk_io_pct] -clock clk0 [all_outputs]
$ cat flow/design.v
`timescale 1us/1ps
module Alorium_speaker
	(
	input wire clk,		 
    input wire resetn,   
	input wire spk_on,  
	output wire spk1_pin,  
	output wire spk2_pin	
	);  
	reg [15:0] count1 = 0;
	reg [15:0] count2 = 0;
	reg [15:0] target2 = 20000;  
	reg [15:0] target1 = 8000;  
    reg [11:0] freq1 = 12'd400;
    reg [11:0] freq2 = 12'd800;
	reg spk1_temp = 0;
	assign spk1_pin = spk1_temp;
	reg spk2_temp = 0;
	assign spk2_pin = spk2_temp;
	always @(posedge clk)begin
        if (!resetn) begin
            spk1_temp <= 0;
        end
        else if (spk_on) begin
			if (target1 == count1) begin
				spk1_temp = ~spk1_temp;
				count1 = 0;
			end
			else begin
				count1 = count1 + 1;
			end
		end
		else begin	 
			count1 = 0;
		end
	end 
		integer i = 0;	
		always @(posedge clk)begin
            if(!resetn) begin
                spk2_temp <= 0;
            end
            else if (spk_on) begin
			    if (target2 == count2) begin
				    spk2_temp = 1; 
				    count2 = 0;
			    end
			    else begin
				    count2 = count2 + 1;
			    end
		    end
		    else begin	 
		    	count2 = 0;
		    end
		end 
endmodule 
module xlr8_speaker   
  #(
    parameter SPEAKER_CTRL_ADDR = 0,     
    parameter SPEAKER_DATA_ADDR = 0,     
    parameter WIDTH = 8  
    )
   (
    input        clk,  
    input        rstn,  
    input        clken,  
    input [7:0]  dbus_in,  
    output [7:0] dbus_out,  
    output       io_out_en,  
	 input		  spk_on_in,  
    output       spk1_out,
    output       spk2_out,
    input [7:0]  ramadr,  
    input        ramre,  
    input        ramwe,  
    input        dm_sel  
    );
   logic ctrl_sel;
   logic ctrl_we;
   logic ctrl_re;
   logic [WIDTH-1:0] ctrl_reg;
   logic data_sel;
   logic data_we;
   logic data_re;
   logic [WIDTH-1:0] data_reg;
   assign ctrl_sel = dm_sel && (ramadr == SPEAKER_CTRL_ADDR);
   assign ctrl_we  = ctrl_sel && ramwe;
   assign ctrl_re  = ctrl_sel && ramre;
   assign data_sel = dm_sel && (ramadr == SPEAKER_DATA_ADDR);
   assign data_we  = data_sel && ramwe;
   assign data_re  = data_sel && ramre;
   assign dbus_out =  ({8{ ctrl_sel }} & ctrl_reg) |
                      ({8{ data_sel }} & data_reg );
   assign io_out_en = ctrl_re ||
                      data_re;
   always @(posedge clk or negedge rstn) begin
      if (!rstn) begin
        ctrl_reg <= {WIDTH{1'b0}};
      end
      else if (clken && ctrl_we) begin
        ctrl_reg <= dbus_in[WIDTH-1:0];
      end
   end  
   assign spk1_out  = data_reg[0];
   assign spk2_out  = data_reg[1];
   Alorium_speaker speak_inst ( 
                    .clk         (clk),
                    .resetn     (rstn),
                    .spk_on      (spk_on_in), 
                    .spk1_pin   (data_reg[0]),
                    .spk2_pin   (data_reg[1])
                    );
endmodule
$ cat flow/run.sh
#!/bin/bash
# OpenROAD 26Q1-2900-gdf79404cd8, Yosys 0.63+post, stock flow scripts
make -C /OpenROAD-flow-scripts/flow DESIGN_CONFIG=/design/flow/config.mk WORK_HOME=/design/flow/orfs finish
==> GITHUB_STEP_SUMMARY <==
## Synthesis and layout report

| Metric | Value |
|---|---|
| CTS tree | built |
| Setup skew after layout | 0.01295 ns |
| Cell Count Post-Placement | 308 |
| Max cap viols | 0 |
| Max Transition Viols Final | 0 |
| Placement row count | 27 |
| Slew at the pin closest to its max-slew limit | 0.5294 ns |
| Tot GR Track Use | 14.63% |
| Synth async-reset ratio | 19.05% |
| Unrepaired setup endpoints after global routing | no |
| Critical path fanouts, max | 5 |
| Wire length of the first global-routing pass | 6.851 mm |
| Number of cells produced by synthesis | 205 |
| Worst max-slew margin expressed relative to the limit | 64.71% |
| Cell variety after synth | 31 |
| Number of H-tree branching levels | 2 |
| Count of vias placed by the detailed router | 1539 |
| Die Height | 77.43 um |
| Dominant cell type by area after synthesis | sky130_fd_sc_hd__edfxtp_1 |
| Yosys warns | 8 |
| Run status | finished, final reports clean |
| Register-to-register setup slack | 0.65 ns |
| Type of the worst min-delay path | in -> async |
| Startpoint Class | input port |
| Highest Clock Rate | 417.0 MHz |
| Data arrival time at the worst-slack endpoint | 1.90 ns |
| Worst EP required | 2.00 ns |
| Fraction of layout cells with a size suffix above 1 | 12.65% |
| Met2 layer usage reported by global route | 21.59% |
| Clock net sink count | 42 |
| Met1 routing resource usage after global routing | 24.93% |
| Average via count per standard cell | 4.855 |
| Placed Area | 0.002671 sq mm |
| Kind of capture point of the worst setup path | primary output |
| Number of detailed-route iterations in the first pass | 4 |
| Number of enable-type register cells in the synthesized netlist | 32 |
| Vias in the first global route | 1512 |
| Minimum period implied by the final worst setup slack | 2.398 ns |
| Routability-driven placement congestion ratio | 0.8014 |
| Top Ports | 34 |
| Post-synth top cells | sky130_fd_sc_hd__nor2_1, sky130_fd_sc_hd__edfxtp_1, sky130_fd_sc_hd__xnor2_1 |
| Largest net degree at the start of global routing | 43 |
| Overall power consumption | 1504 uW |
| Main flop type after synthesis | sky130_fd_sc_hd__edfxtp_1 |
| Setup TNS after final layout | 0 ns |
| Final-report setup violation count | 0 |
| Number of buffer cells added on primary ports | 33 |
| Overflow after GRT | 0 |
| Area growth from synthesis to layout | 23.80% |
| Total routed wirelength | 3.916 mm |
| Clock tree root driver cell | sky130_fd_sc_hd__clkbuf_8 |
| Post-synthesis sequential area ratio | 52.78% |
| Total clock buffers created by CTS | 5 |
| Ratio of final minimum period to clock period | 95.92% |
| Area share of the largest cell type after synthesis | 42.22% |
| Total Die Area | 0.005995 sq mm |
| Tool warnings | 27 |
| Buffers from clock root to sink, at most | 2 |
| Number of antenna violations at the first check in global routing | 0 |
| Overall die width | 77.43 um |
| DRC marker count from the first detailed-route iteration | 49 |
| Power per cell area | 533.9 mW/mm^2 |
| Core Region | 0.005507 sq mm |
| FP Util | 41.33% |
| Number of flip-flops and latches in the synthesized netlist | 42 |
| Mapped Area | 0.002276 sq mm |
| Detail Route Antenna Nets | 0 |
| DRC | 0 |
| IR drop worst, VDD | 0.0002198 V |
| Post-Layout Inst Area | 0.002818 sq mm |
| Post-synth area from yosys stat | 0.002276 sq mm |
| Routed wirelength normalized by instance count | 12.35 um |
| Number of cells in the yosys synthesis report | 205 |
| Peak-usage layer in the global routing report | met1 |
| Leak Pwr | 0.001081 uW |
| Detailed placement HPWL | 2.654 mm |
| Startpoint-to-endpoint class of the critical path | in -> out |
| Insertion Delay late pin | 0.29 ns |
| Clk slew on worst S/H paths | 0.08 ns |
| Final standard cell count with taps included and fillers excluded | 317 |
| Number of diodes | 0 |
| Ranking of synthesized cells by area | sky130_fd_sc_hd__edfxtp_1, sky130_fd_sc_hd__xnor2_1, sky130_fd_sc_hd__dfrtp_1 |
| Final Hold Vio Count | 0 |
| Routing usage on met3 | 2.270% |
| Syn avg cell area | 11.10 sq um |
| Post-synthesis cell type with the largest instance count | sky130_fd_sc_hd__nor2_1 |
power by group:
part           switching (uW)  internal [uW]
combinational            56.2           65.3
clock                     221            326
sequential               42.3            794
total                     319           1190
placed cells by master (no fill, tap or decap), types with 8 or more instances in the layout:
master                            synthesis  layout
sky130_fd_sc_hd__nor2_1                  37      37
sky130_fd_sc_hd__edfxtp_1                32      32
sky130_fd_sc_hd__xnor2_1                 24      24
sky130_fd_sc_hd__clkdlybuf4s50_1          0      21
sky130_fd_sc_hd__nor4_1                  14      13
sky130_fd_sc_hd__inv_1                   10      10
sky130_fd_sc_hd__nand2_1                 10      10
sky130_fd_sc_hd__nand3_1                 10      10
sky130_fd_sc_hd__mux2_4                   8       8
sky130_fd_sc_hd__dfrtp_1                  8       8
worst max-delay path, cell delays in order:
cell and delay (ns):
sky130_fd_sc_hd__clkdlybuf4s50_1 0.45, sky130_fd_sc_hd__and4b_2 0.25, sky130_fd_sc_hd__buf_6 0.12, sky130_fd_sc_hd__and2_4 0.13, sky130_fd_sc_hd__clkdlybuf4s50_1 0.45
routing by layer:
layer	routed length, um	vias up
li1	-	804
met2	1635	32
met4	46	0
met3	146	5
met1	2087	698
met5	0	-
cell families after synthesis:
group / synth area share (%)
flip-flops: 52.78
AND-OR/OR-AND: 1.539
AND/OR/NAND/NOR: 23.91
multiplexers: 5.278
buffers and inverters: 3.519
XOR/XNOR: 10.77
adder cells (fa/ha/maj): 2.199
through the flow:
step | util, % | hold slack, ns | worst slack [ns]
final | 51.17 | 0.2778 | 0.1019
after global placement | 48.51 | 0.5029 | -0.09901
after floorplan | - | 0.2044 | 0.7250
after global routing | 51.17 | 0.2822 | 0.02482
after CTS | 50.83 | 0.2748 | 0.01810
after detailed placement | 48.51 | 0.4923 | -0.1088
final timing paths:
kind / startpoint / endpoint / cells past startpoint
worst min-delay path: rstn / ctrl_reg[1]$_DFFE_PN0P_ / 2
max in group asynchronous: rstn / ctrl_reg[6]$_DFFE_PN0P_ / 2
worst max-delay path: dm_sel / dbus_out[7] / 5
worst max register to register: speak_inst.count1[0]$_SDFFCE_PP0P_ / speak_inst.count1[8]$_SDFFCE_PP0P_ / 6
worst min register to register: ctrl_reg[6]$_DFFE_PN0P_ / ctrl_reg[6]$_DFFE_PN0P_ / 1
min in group clk0: ctrl_reg[6]$_DFFE_PN0P_ / ctrl_reg[6]$_DFFE_PN0P_ / 1
timing repair:
| item | in CTS | in global routing |
|---|---|---|
| setup buffers | 1 | 0 |
| hold buffers | 0 | 0 |
| pin swaps | 3 | 2 |
| resized | 11 | 11 |
| gates cloned | 0 | 0 |
| endpoints found under the setup margin | 9 | 8 |
area by class of cell:
class	instances	area [sq um]
Multi-Input combinational cell	148	1010
Tap cell	72	90.09
Sequential cell	42	1201
Timing Repair Buffer	37	362.8
Inverter	10	37.54
Clock inverter	1	30.03
Clock buffer	7	86.33
Fill cell	487	2689
Power and IR drop assume default switching activity.
